**config.mk**
```make
export PLATFORM = sky130hd
export DESIGN_NAME = uart_rx
export DESIGN_NICKNAME = uart_rx
export VERILOG_FILES = /design/flow/design.v
export SDC_FILE = /design/flow/constraint.sdc
export NUM_CORES = 4
export LEC_CHECK = 1
export CORE_AREA = 10 10 101 101
export DIE_AREA = 0 0 111 111
```
**constraint.sdc**
```tcl
current_design uart_rx

set clk_period 1.8
set clk_io_pct 0.2

create_clock -name clk0 -period $clk_period [get_ports {clk}]

set non_clock_inputs [all_inputs -no_clocks]
set_input_delay [expr $clk_period * $clk_io_pct] -clock clk0 $non_clock_inputs
set_output_delay [expr $clk_period * $clk_io_pct] -clock clk0 [all_outputs]
```
**design.v**
```verilog
module uart_rx
#(
  parameter DATA_BITS                = 8,
  parameter STOP_BITS                = 1,
  parameter PARITY_MODE              = 1,  
  parameter BAUD_CLK_OVERSAMPLE_RATE = 16
)
(
  input  wire                 clk,             
  input  wire                 reset,           
  input  wire                 baud_clk_tick,   
  input  wire                 rx,              
  output wire [DATA_BITS-1:0] rx_data,         
  output wire                 rx_done_tick,    
  output wire                 parity_err       
);
localparam [5:0] STOP_OVERSAMPLE_TICKS = STOP_BITS * BAUD_CLK_OVERSAMPLE_RATE;
localparam [4:0] S_IDLE   = 5'h01,
                 S_START  = 5'h02,
                 S_DATA   = 5'h04,
                 S_PARITY = 5'h08,
                 S_STOP   = 5'h10;
reg [4:0]           q_state, d_state;
reg [3:0]           q_oversample_tick_cnt, d_oversample_tick_cnt;
reg [DATA_BITS-1:0] q_data, d_data;
reg [2:0]           q_data_bit_idx, d_data_bit_idx;
reg                 q_done_tick, d_done_tick;
reg                 q_parity_err, d_parity_err;
reg                 q_rx;
always @(posedge clk, posedge reset)
  begin
    if (reset)
      begin
        q_state               <= S_IDLE;
        q_oversample_tick_cnt <= 0;
        q_data                <= 0;
        q_data_bit_idx        <= 0;
        q_done_tick           <= 1'b0;
        q_parity_err          <= 1'b0;
        q_rx                  <= 1'b1;
      end
    else
      begin
        q_state               <= d_state;
        q_oversample_tick_cnt <= d_oversample_tick_cnt;
        q_data                <= d_data;
        q_data_bit_idx        <= d_data_bit_idx;
        q_done_tick           <= d_done_tick;
        q_parity_err          <= d_parity_err;
        q_rx                  <= rx;
      end
  end
always @*
  begin
    d_state               = q_state;
    d_data                = q_data;
    d_data_bit_idx        = q_data_bit_idx;
    d_oversample_tick_cnt = (baud_clk_tick) ? q_oversample_tick_cnt + 4'h1 : q_oversample_tick_cnt;
    d_done_tick           = 1'b0;
    d_parity_err          = 1'b0;
    case (q_state)
      S_IDLE:
        begin
          if (~q_rx)
            begin
              d_state               = S_START;
              d_oversample_tick_cnt = 0;
            end
        end
      S_START:
        begin
          if (baud_clk_tick && (q_oversample_tick_cnt == ((BAUD_CLK_OVERSAMPLE_RATE - 1) / 2)))
            begin
              d_state               = S_DATA;
              d_oversample_tick_cnt = 0;
              d_data_bit_idx        = 0;
            end
        end
      S_DATA:
        begin
          if (baud_clk_tick && (q_oversample_tick_cnt == (BAUD_CLK_OVERSAMPLE_RATE - 1)))
            begin
              d_data                = { q_rx, q_data[DATA_BITS-1:1] };
              d_oversample_tick_cnt = 0;
              if (q_data_bit_idx == (DATA_BITS - 1))
                begin
                  if (PARITY_MODE == 0)
                    d_state = S_STOP;
                  else
                    d_state = S_PARITY;
                end
              else
                d_data_bit_idx = q_data_bit_idx + 3'h1;
            end
        end
      S_PARITY:
        begin
          if (baud_clk_tick && (q_oversample_tick_cnt == (BAUD_CLK_OVERSAMPLE_RATE - 1)))
            begin
              if (PARITY_MODE == 1)
                d_parity_err = (q_rx != ~^q_data);
              else
                d_parity_err = (q_rx != ^q_data);
              d_state               = S_STOP;
              d_oversample_tick_cnt = 0;
            end
        end
      S_STOP:
        begin
          if (baud_clk_tick && (q_oversample_tick_cnt == STOP_OVERSAMPLE_TICKS - 1))
            begin
              d_state     = S_IDLE;
              d_done_tick = 1'b1;
            end
        end
    endcase
end
assign rx_data      = q_data;
assign rx_done_tick = q_done_tick;
assign parity_err   = q_parity_err;
endmodule
```
**run.sh**
```bash
#!/bin/bash
# OpenROAD 26Q1-2900-gdf79404cd8, Yosys 0.63+post, stock flow scripts
make -C /OpenROAD-flow-scripts/flow DESIGN_CONFIG=/design/flow/config.mk WORK_HOME=/design/flow/orfs finish
```
==> impl_metrics.tcl <==
# metrics dict for downstream scripts
set metrics [dict create \
    clock_latency_ns 0.26 \
    grt.total_usage_pct 3.24 \
    post_synth_design_cell_area_um2 1070 \
    cts-root-buf "clkbuf_8" \
    post_cts_buffers 0 \
    synth_seq_share_pct 53.8 \
    critPathRequiredTime_ns 1.95 \
    fp-utilization_pct 13.2 \
    yosysUniqueCellTypes 26 \
    yosysCellCount 85 \
    irDropWorstVdd_mv 0.269 \
    initialDrtViolationCount 12 \
    max_freq_ghz 0.595 \
    htree_num_levels 1 \
    power.share.clock_pct 21.3 \
    detailroute.via_count 706 \
    setup.worst_path.end_class "register" \
    drt-pass1-iter-count 4 \
    setup_ws_ns 0.119 \
    crit_path_max_fanout 3 \
    floorplan.io_pins 14 \
    timing_worst_slew_pin_value_ns 0.320 \
    largest_net_degree_at_the_start_of_global_routing 24 \
    cts_inserted_buffers 3 \
    global_route.overflow_total 0 \
    finalSetupViolCount 0 \
    internal_power_mw 1.02 \
    cts.sinks 23 \
    fp.dieW_um 111 \
    logic_gate_share_of_total_power_pct 27.5 \
    power_leakage_nw 0.610 \
    timing.max_cap.violations 0 \
    dp_cells 207 \
    routed_wl_um 1980 \
    stdcell_count 211 \
    outcome "complete, no violations" \
    final_hold_viol_count 0 \
    via_per_inst 3.35 \
    min-delay-path-class "in -> async" \
    dpl_worst_slack_ns -0.00923 \
    clock_tree_from_tritoncts "yes" \
    clock_path_buffers 2 \
    p_switching_uw 432 \
    power_frac_seq_pct 51.2 \
    clk_transition_reported_paths_ns 0.08 \
    cts_hold_buf 0 \
    synth.yosys.chip_area_um2 1070 \
    period_used_pct 93.4 \
    worstSetupPathType "reg -> reg" \
    slew_headroom_pct 78.6 \
    grt_pass1_vias 691 \
    chipArea_um2 12300 \
    n_diodes 0 \
    drc_errors 0 \
    floorplan.rows 33 \
    die_h_um 111 \
    design.core.area_um2 8130 \
    grt_antenna_before_repair 0 \
    grt_pass1_wl_um 3370 \
    layout.cells.most_common_list "21 x dfrtp_1, 13 x clkdlybuf4s50_1, 8 x mux2_2, 8 x nand2_1" \
    number_of_warnings_reported_in_the_yosys_synthesis_log 1 \
    detailed_place.area_um2 1360 \
    layout.filler_cells 871 \
    post_cts.resized_instances 0 \
    fin_crit_ns 1.68 \
    power.switching_fraction_pct 29.7 \
    post_drt_wl_per_cell_um 9.40 \
    place_congestion 0.725 \
    detail-route-antenna-nets 0 \
    buffer_ports.inserted 13 \
    clock-skew-final_ns 0.00241 \
    power_density_nw_per_um2 1040 \
    post_synth.cell_area_avg_um2 12.6 \
    top_cell_excl_fill_tap "dfrtp_1" \
    crit_arrival_ns 1.83 \
    layout.cell_area.non_filler_um2 1400 \
    timing_max_transition_violations_final 0 \
    rsz0062_at_grt "no" \
    postSynthCellCount 85 \
    final_layout_size_suffix_gt1_share_pct 24.5 \
    openroad.warnings 25 \
    ys_seq_elements 23 \
    dp.final_hpwl_um 1510 \
    kind_of_start_point_of_the_critical_path "register" \
    synthToLayoutAreaGrowth_pct 30.6 \
]
stage by stage:
stage          util (%)  total power, mW  TNS [ns]  hold WS (ns)
5_1_grt            17.3             1.55         0         0.484
4_1_cts            17.3             1.47         0         0.459
3_3_place_gp       16.7             1.16         0         0.454
2_1_floorplan         -             1.01         0         0.360
6_report           17.3             1.46         0         0.450
3_5_place_dp       16.7             1.16   -0.0649         0.458
kinds of logic (layout without fill, tap and decap cells):
| kind of cell | Yosys count | in the layout | share of synthesized area, % |
|---|---|---|---|
| and+or+nand+nor | 24 | 24 | 13.3 |
| DFF | 23 | 23 | 53.8 |
| AOI/OAI and AO/OA | 11 | 11 | 6.52 |
| xor gates and xnor gates | 10 | 10 | 9.43 |
| muxes | 10 | 10 | 10.7 |
| buffers and inverters | 4 | 25 | 2.79 |
| adders and majority gates | 3 | 3 | 3.49 |
sequential cells by signal, indices dropped and copies added (netlist names), named ones only:
| register | cells |
|---|---|
| q_data_bit_idx | 3 |
| q_rx | 1 |
| q_data | 8 |
| q_oversample_tick_cnt | 4 |
| q_state | 4 |
| q_parity_err | 1 |
| q_done_tick | 1 |
cell usage after synthesis:
master	count	area share, %
a21oi_1	1	0.47
mux2_4	1	1.4
and3_2	1	0.70
nand2b_1	1	0.58
dfstp_2	2	4.9
and4_1	1	0.82
a22o_2	2	1.9
ha_1	3	3.5
mux2_2	8	8.4
xor2_1	3	2.4
nand4_1	2	1.2
o21ai_0	6	2.8
xnor3_1	1	2.1
or4_1	1	0.70
dfrtp_1	21	49
nor3b_4	1	1.7
a21o_1	1	0.70
and3_4	2	2.1
mux2i_1	1	0.93
o211ai_1	1	0.70
nand2_1	8	2.8
buf_6	2	2.1
xnor2_1	6	4.9
nand3_1	2	0.93
inv_1	2	0.70
nor2_1	5	1.7
power by group through the flow:
stage	clock, mW	sequential (mW)	combinational, mW
6_report	0.310	0.746	0.401
5_1_grt	0.349	0.760	0.444
4_1_cts	0.319	0.742	0.414
cell type report:
type,instances,area [µm²],area share (%)
well taps,105,131,9.36
inverters,2,7.51,0.535
flip-flops and latches,23,578,41.2
multi-input cells,58,467,33.2
clock buffers,4,45.0,3.21
repair buffers,19,175,12.5
worst max-delay path, cell delays in order (launching register included):
cell and delay, ns:
dfrtp_1 0.41, ha_1 0.21, ha_1 0.20, nand2b_1 0.14, o21ai_0 0.15, o211ai_1 0.17, a22o_2 0.30
path summary, 6_finish.rpt:
path	start	to	slack (ns)	cells past startpoint
min in group clk0	register	register	0.49	2
max in group asynchronous	reset	q_state[0]$_DFF_PP1_	1.07	3
worst max-delay path	q_data_bit_idx[0]$_DFFE_PP0P_	q_data_bit_idx[2]$_DFFE_PP0P_	0.12	6
worst min register to register	register	register	0.49	2
worst min-delay path	reset	q_data_bit_idx[0]$_DFFE_PP0P_	0.45	3
worst max register to register	q_data_bit_idx[0]$_DFFE_PP0P_	q_data_bit_idx[2]$_DFFE_PP0P_	0.12	6
layer usage:
layer	GRT usage (%)	vias up	share of wire (%)
met5	0	-	0
met4	0.347	0	0.86
met3	1.75	2	9.5
met2	5.11	18	43
met1	3.93	344	46
li1	-	342	-
No activity file was given, so power comes from the tool's default toggle rates.
