## config.mk

```make
export PLATFORM = sky130hd
export DESIGN_NAME = uart_tx
export DESIGN_NICKNAME = uart_tx
export VERILOG_FILES = /design/flow/design.v
export SDC_FILE = /design/flow/constraint.sdc
export NUM_CORES = 4
export LEC_CHECK = 1
export CORE_UTILIZATION = 30
```

## constraint.sdc

```tcl
current_design uart_tx

set clk_period 3.5
set clk_io_pct 0.2

create_clock -name clk0 -period $clk_period [get_ports {clk}]

set non_clock_inputs [all_inputs -no_clocks]
set_input_delay [expr $clk_period * $clk_io_pct] -clock clk0 $non_clock_inputs
set_output_delay [expr $clk_period * $clk_io_pct] -clock clk0 [all_outputs]
```

## design.v

```verilog
module uart_tx
#(
  parameter DATA_BITS                = 8,
  parameter STOP_BITS                = 1,
  parameter PARITY_MODE              = 1,  
  parameter BAUD_CLK_OVERSAMPLE_RATE = 16
)
(
  input  wire                 clk,             
  input  wire                 reset,           
  input  wire                 baud_clk_tick,   
  input  wire                 tx_start,        
  input  wire [DATA_BITS-1:0] tx_data,         
  output wire                 tx_done_tick,    
  output wire                 tx               
);
localparam [5:0] STOP_OVERSAMPLE_TICKS = STOP_BITS * BAUD_CLK_OVERSAMPLE_RATE;
localparam [4:0] S_IDLE   = 5'h01,
                 S_START  = 5'h02,
                 S_DATA   = 5'h04,
                 S_PARITY = 5'h08,
                 S_STOP   = 5'h10;
reg [4:0]           q_state, d_state;
reg [3:0]           q_baud_clk_tick_cnt, d_baud_clk_tick_cnt;
reg [DATA_BITS-1:0] q_data, d_data;
reg [2:0]           q_data_bit_idx, d_data_bit_idx;
reg                 q_parity_bit, d_parity_bit;
reg                 q_tx, d_tx;
reg                 q_tx_done_tick, d_tx_done_tick;
always @(posedge clk, posedge reset)
  begin
    if (reset)
      begin
        q_state             <= S_IDLE;
        q_baud_clk_tick_cnt <= 0;
        q_data              <= 0;
        q_data_bit_idx      <= 0;
        q_tx                <= 1'b1;
        q_tx_done_tick      <= 1'b0;
        q_parity_bit        <= 1'b0;
      end
    else
      begin
        q_state             <= d_state;
        q_baud_clk_tick_cnt <= d_baud_clk_tick_cnt;
        q_data              <= d_data;
        q_data_bit_idx      <= d_data_bit_idx;
        q_tx                <= d_tx;
        q_tx_done_tick      <= d_tx_done_tick;
        q_parity_bit        <= d_parity_bit;
      end
  end
always @*
  begin
    d_state             = q_state;
    d_data              = q_data;
    d_data_bit_idx      = q_data_bit_idx;
    d_parity_bit        = q_parity_bit;
    d_baud_clk_tick_cnt = (baud_clk_tick) ? (q_baud_clk_tick_cnt + 4'h1) : q_baud_clk_tick_cnt;
    d_tx_done_tick = 1'b0;
    d_tx           = 1'b1;
    case (q_state)
      S_IDLE:
        begin
          if (tx_start && ~q_tx_done_tick)
            begin
              d_state             = S_START;
              d_baud_clk_tick_cnt = 0;
              d_data              = tx_data;
              if (PARITY_MODE == 1)
                d_parity_bit = ~^tx_data;
              else if (PARITY_MODE == 2)
                d_parity_bit = ~tx_data;
            end
        end
      S_START:
        begin
          d_tx = 1'b0;
          if (baud_clk_tick && (q_baud_clk_tick_cnt == (BAUD_CLK_OVERSAMPLE_RATE - 1)))
            begin
              d_state             = S_DATA;
              d_baud_clk_tick_cnt = 0;
              d_data_bit_idx      = 0;
            end
        end
      S_DATA:
        begin
          d_tx = q_data[0];
          if (baud_clk_tick && (q_baud_clk_tick_cnt == (BAUD_CLK_OVERSAMPLE_RATE - 1)))
            begin
              d_data              = q_data >> 1;
              d_data_bit_idx      = q_data_bit_idx + 3'h1;
              d_baud_clk_tick_cnt = 0;
              if (q_data_bit_idx == (DATA_BITS - 1))
                begin
                  if (PARITY_MODE == 0)
                    d_state = S_STOP;
                  else
                    d_state = S_PARITY;
                end
            end
        end
      S_PARITY:
        begin
          d_tx = q_parity_bit;
          if (baud_clk_tick && (q_baud_clk_tick_cnt == (BAUD_CLK_OVERSAMPLE_RATE - 1)))
            begin
              d_state             = S_STOP;
              d_baud_clk_tick_cnt = 0;
            end
        end
      S_STOP:
        begin
          if (baud_clk_tick && (q_baud_clk_tick_cnt == (STOP_OVERSAMPLE_TICKS - 1)))
            begin
              d_state        = S_IDLE;
              d_tx_done_tick = 1'b1;
            end
        end
    endcase
end
assign tx           = q_tx;
assign tx_done_tick = q_tx_done_tick;
endmodule
```

## run.sh

```bash
#!/bin/bash
# OpenROAD 26Q1-2900-gdf79404cd8, Yosys 0.63+post, stock flow scripts
make -C /OpenROAD-flow-scripts/flow DESIGN_CONFIG=/design/flow/config.mk WORK_HOME=/design/flow/orfs finish
```

==> notes.md <==
On the backend side, the flow ran end to end.

The run finished with clean final reports. The critical path endpoint has a required time of between 3 and 4 ns. The final worst-path setup slack stands at 1.15 ns. Setup repair after global routing left no endpoint under its margin.

The global route stage reports its total congestion overflow as 0. For this configuration, the core starts out at a cell density of 0.314. The max-capacitance violation count stands at 0.

The total routing usage reported by global routing stands at 0.108. The first global-routing pass estimated between 3000 and 4000 um of wire. STA classifies the critical path endpoint as a register. The proportion of synthesized flip-flops having asynchronous set or reset stands at 1.00. TritonCTS built the clock tree. The number of global-route vias before repair stands at 734. The die is 63.9 um tall. The number of hold buffers added after CTS stands at 0. The longest clock path from root to sink contains 2 buffers.

The setup violation total in the final timing report stands at 0. The region available for standard cell placement spans 3660 um2. The number of levels the H-tree was split into stands at 1. The timing report shows that the slowest cell on the worst path is clkdlybuf4s50_1. The tree is rooted in a clkbuf_8. Max-slew check failures listed in the final report amount to 0. The final critical delay including setup and external delays stands at about 2.4 ns. The critical path goes through clkdlybuf4s50_1, and4_1, nand2_4, a21oi_4, mux2_2.

After its last routability iteration, the placer logged a weighted congestion of 0.777. The number of library cell types mapped by synthesis stands at 30. Measured along the x axis, the die boundary spans approximately 64 um. Per the synth stats, the flop cell with the highest instance count is dfrtp_1. After layout, the design draws a total of 0.581 mW. According to the I/O placement log, the pin count is 14. Note that the worst hold path type here is reg2reg. After legalization and detailed placement, the total HPWL measured 1350 um.

The count of TritonRoute iterations in the first routing pass stands at 4. For reference, the most critical setup path is categorized as in2reg. Per the post-place timing report, worst setup slack is 0.853 ns. The stage logs contain a warning count of 25.

For this run, the top clock speed supported by timing is 425 MHz. The remaining design rule violation count stands at 0. The transition time at the pin with the least slew margin stands at 0.661 ns. The synthesis stat section lists a flop and latch total of 23. Synthesis handed over a netlist of 98 instances. The setup TNS stands at 0 ns. Per the synthesis report, the dominant area consumer among library cells is dfrtp_1. A synthesized cell averages 11.7 um2. The power density over the cells stands at 427 nW/um2.

The initialized floorplan defines 22 standard-cell rows. The synthesis report lists the most area-consuming cells as dfrtp_1 (46%), mux2_2 (14%), xnor2_1 (5.3%). Post-CTS repair changed the size of 0 cells. The share of the Yosys chip area taken by registers is 0.503. The insertion delay to the later sink of the worst-skew pair stands at 0.26 ns.

After clock tree synthesis, the clock-pin slew on the worst setup and hold paths is 0.08 ns. According to the CTS report, the clock sink count is 23. The total routed wirelength stands at 1850 um. The total die size stands at between 4000 and 5000 um2. The antenna violation net count after detailed routing stands at 0.

The DRC marker count from the first detailed-route iteration stands at 4. The worst-case max-slew headroom was logged as 0.559. For the final database, setup skew stands at approximately 0.0031 ns. The cell area that synthesis handed to floorplanning was ~1100 um2.

Counting the warning lines in the Yosys log gives 1. STA classifies the critical path startpoint as an input port. In this run, synthesis inferred 0 flip-flops with an integrated enable. By count the netlist is led by dfrtp_1 (21), mux2_2 (14), nand2_1 (12), xnor2_1 (7), nor2_1 (5). The number of hold violations in the final report stands at 0. For this run, the slowest stage of the critical path takes approximately 0.58 ns. The post-route fraction of the period consumed by the critical path stands at 0.672. Across all hold checks on the routed design, the worst slack comes to 0.476 ns.

The maximum VDD drop stands at between 0.0003 and 0.0004 V. In the final routed layout, each cell accounts on average for between 10 and 15 um. CTS added clock buffers totalling 3. The buffers inserted during post-CTS setup optimization stands at 0. The count of instantiated cells in the yosys netlist stands at around 100. Between the synthesized netlist and the finished layout, the area growth was recorded as 18.5%. The vias per cell stands at 4.67. The area reported by Yosys stat stands at 1150 um2. The placement report lists the number of port buffers as 13.

For this run, the number of standard cells in the final layout without fillers is approximately 160. Of the post-synthesis cell area, the dominant cell type holds 0.457. Looking at the gate-level netlist, the highest instance count belongs to dfrtp_1.

The arrival time of data at the worst endpoint is listed as 2.50 ns. Max fanout on the critical path was recorded as 10. The layout cell share with drive strength beyond 1 stands at 0.205. In this run the static leakage power is just under 0.6 nW.

The detailed router placed 747 vias in this run. The cell count after placement stands at 156. The initial antenna violation count is 0.

The number of diodes added for antenna fixing stands at 0. The largest net degree at the start of global routing stands at 24.
## per-layer routing
layer	routed length, um	track usage	part of all wire
met5	0	0	0
met1	907	0.157	0.49
met3	69	0.0254	0.037
met2	859	0.176	0.47
met4	9	0.00852	0.0049
## kinds of logic after synthesis
| kind of cell | after synthesis | synth area share |
|---|---|---|
| adders and majority gates | 3 | 0.0326 |
| muxes | 16 | 0.155 |
| buffers and inverters | 6 | 0.0326 |
| and+or+nand+nor | 28 | 0.120 |
| DFF | 23 | 0.503 |
| xor gates and xnor gates | 10 | 0.0762 |
| AOI/OAI and AO/OA | 12 | 0.0816 |
## registers in the layout, indices dropped and copies added (netlist names), named ones only
name,count
q_baud_clk_tick_cnt,4
q_state,4
q_data,8
q_tx_done_tick,1
q_tx,1
q_parity_bit,1
q_data_bit_idx,3
## cells in the final DEF, fill, tap and decap left out
cell type	n
dfrtp_1	21
mux2_2	14
clkdlybuf4s50_1	13
nand2_1	12
xnor2_1	7
nor2_1	5
xor2_1	3
o21ai_0	3
ha_1	3
clkbuf_8	3
nor2b_1	2
mux2i_1	2
nand4_1	2
a31oi_1	2
inv_1	2
a32o_1	2
dfstp_2	2
nand2b_1	1
and4_1	1
nand2_4	1
a21oi_4	1
nor3_1	1
a221o_1	1
and2_1	1
nand3_1	1
a22o_1	1
or2_2	1
a21oi_1	1
o22ai_1	1
clkbuf_1	1
buf_4	1
## stage by stage
step	cell area, um2	util
after floorplan	1150	-
after CTS	1360	0.372
after global placement	1320	0.360
final	1360	0.372
after global routing	1360	0.372
after detailed placement	1320	0.360
## final cells by class
class | count | area [um2]
repair buffers | 14 | 138
clock buffers | 4 | 45.0
fillers | 339 | 2300
flip-flops and latches | 23 | 578
inverters | 2 | 7.51
well taps | 48 | 60.1
multi-input cells | 69 | 534
## worst max-delay path: cells and delay by family
kind / cells / cell delay, ns
AOI/OAI and AO/OA: 1 / 0.28
buffers and inverters: 1 / 0.58
muxes: 1 / 0.37
and+or+nand+nor: 2 / 0.57
## where the power goes
| group | internal (mW) | switching [mW] |
|---|---|---|
| Sequential | 0.294 | 0.0239 |
| Combinational | 0.0555 | 0.0472 |
| Clock | 0.0811 | 0.0790 |
| Total | 0.431 | 0.150 |
## worst paths after layout
check	start	endpoint	slack (ns)	cells after the start
min	register	register	0.48	2
max reg2reg	q_baud_clk_tick_cnt[0]$_DFF_PP0_	q_data[2]$_DFFE_PP0P_	1.60	5
min reg2reg	register	register	0.48	2
min in group asynchronous	reset	q_tx_done_tick$_DFF_PP0_	0.77	3
max	baud_clk_tick	q_data[2]$_DFFE_PP0P_	1.15	5
max in group asynchronous	reset	q_tx$_DFF_PP1_	2.45	3
Power is estimated from default activity; no workload was simulated.
