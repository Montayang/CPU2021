$ cat flow/config.mk
export PLATFORM = sky130hd
export DESIGN_NAME = fifo
export DESIGN_NICKNAME = fifo
export VERILOG_FILES = /design/flow/design.v
export SDC_FILE = /design/flow/constraint.sdc
export NUM_CORES = 4
export LEC_CHECK = 1
export CORE_UTILIZATION = 30
$ cat flow/constraint.sdc
current_design fifo

set clk_period 3.3
set clk_io_pct 0.2

create_clock -name clk0 -period $clk_period [get_ports {clk}]

set non_clock_inputs [all_inputs -no_clocks]
set_input_delay [expr $clk_period * $clk_io_pct] -clock clk0 $non_clock_inputs
set_output_delay [expr $clk_period * $clk_io_pct] -clock clk0 [all_outputs]
$ cat flow/design.v
module fifo
#(
  parameter DATA_BITS = 8,
  parameter ADDR_BITS = 3
)
(
  input  wire                 clk,       
  input  wire                 reset,     
  input  wire                 rd_en,     
  input  wire                 wr_en,     
  input  wire [DATA_BITS-1:0] wr_data,   
  output wire [DATA_BITS-1:0] rd_data,   
  output wire                 full,      
  output wire                 empty      
);
reg  [ADDR_BITS-1:0] q_rd_ptr;
wire [ADDR_BITS-1:0] d_rd_ptr;
reg  [ADDR_BITS-1:0] q_wr_ptr;
wire [ADDR_BITS-1:0] d_wr_ptr;
reg                  q_empty;
wire                 d_empty;
reg                  q_full;
wire                 d_full;
reg  [DATA_BITS-1:0] q_data_array [2**ADDR_BITS-1:0];
wire [DATA_BITS-1:0] d_data;
wire rd_en_prot;
wire wr_en_prot;
always @(posedge clk)
  begin
    if (reset)
      begin
        q_rd_ptr <= 0;
        q_wr_ptr <= 0;
        q_empty  <= 1'b1;
        q_full   <= 1'b0;
      end
    else
      begin
        q_rd_ptr               <= d_rd_ptr;
        q_wr_ptr               <= d_wr_ptr;
        q_empty                <= d_empty;
        q_full                 <= d_full;
        q_data_array[q_wr_ptr] <= d_data;
      end
  end
assign rd_en_prot = (rd_en && !q_empty);
assign wr_en_prot = (wr_en && !q_full);
assign d_wr_ptr = (wr_en_prot)  ? q_wr_ptr + 1'h1 : q_wr_ptr;
assign d_data   = (wr_en_prot)  ? wr_data         : q_data_array[q_wr_ptr];
assign d_rd_ptr = (rd_en_prot)  ? q_rd_ptr + 1'h1 : q_rd_ptr;
wire [ADDR_BITS-1:0] addr_bits_wide_1;
assign addr_bits_wide_1 = 1;
assign d_empty = ((q_empty && !wr_en_prot) ||
                  (((q_wr_ptr - q_rd_ptr) == addr_bits_wide_1) && rd_en_prot));
assign d_full  = ((q_full && !rd_en_prot) ||
                  (((q_rd_ptr - q_wr_ptr) == addr_bits_wide_1) && wr_en_prot));
assign rd_data = q_data_array[q_rd_ptr];
assign full    = q_full;
assign empty   = q_empty;
endmodule
$ cat flow/run.sh
#!/bin/bash
# OpenROAD 26Q1-2900-gdf79404cd8, Yosys 0.63+post, stock flow scripts
make -C /OpenROAD-flow-scripts/flow DESIGN_CONFIG=/design/flow/config.mk WORK_HOME=/design/flow/orfs finish
==> job_summary.md <==
## Implementation flow summary

| Metric | Value |
|---|---|
| Status | finished, final reports clean |
| Final Total Pwr | 1.81 mW |
| P_sw | just under 0.4 mW |
| Post-cts resize count | 0 |
| Internal Dissipation | approximately 1.4 mW |
| Routed via count | 1424 |
| IO buf count | 21 |
| Count of placed standard cells including taps | around 320 |
| Max-cap violations | 0 |
| Post-Synthesis Cell Area | 0.00304 mm^2 |
| Count of instantiated cells in the yosys netlist | ~160 |
| Global-route wire length before repair | roughly 7.7 mm |
| Share of the clock period used by the worst path | between 90% and 100% |
| Worst clock skew on the final layout | approximately 0.0070 ns |
| Critical path data required time | roughly 2.6 ns |
| Register area share after synthesis | 70.5% |
| Die W | ~100 um |
| Final-report setup violation count | 0 |
| Top cells excl fill/tap | 64 x sky130_fd_sc_hd__edfxtp_1, 21 x sky130_fd_sc_hd__clkdlybuf4s50_1, 15 x sky130_fd_sc_hd__mux4_1, 13 x sky130_fd_sc_hd__nor2_1, 11 x sky130_fd_sc_hd__dfxtp_1 |
| Distinct cell type count after synthesis | 27 |
| Most frequent standard cell in the layout excluding fill and tap cells | sky130_fd_sc_hd__edfxtp_1 |
| Tally of OpenROAD warnings | 26 |
| Flop pwr share | 59.3% |
| Total wire length | 4.92 mm |
| Clk buf depth | 2 |
| Iteration-0 DRC count of the detailed router | between 40 and 50 |
| Worst IR Drop VDD | between 0.0002 and 0.0003 V |
| Clock Tree Root | sky130_fd_sc_hd__clkbuf_8 |
| Pre-Place Util | 31.1% |
| Layout cells sized above 1 | between 10% and 20% |
| I/O Pins | 22 |
| Largest net degree at the start of global routing | 17 |
| Worst setup path category | reg -> out |
| Fmax | roughly 340 MHz |
| Antenna violations before repair | 0 |
| Register clock-pin slew on the reported worst setup and hold paths | 0.07 ns |
| Die outline height | between 100 and 150 um |
| Endpoint kind of the worst setup timing path | output port |
| Htree depth | 3 |
| Power density cells | 501 mW/mm^2 |
| Via-to-Cell Ratio | ~4.3 |
| Final-report hold violation count | 0 |
| Worst slew pin tran | 0.500 ns |
| Routed Antenna Nets | 0 |
| Cells after synthesis | between 150 and 200 |
| Standard-cell rows | 36 |
| YS chip area | ~0.0030 mm^2 |
| Slew Limit Fails | 0 |
| Hold crit path type | reg -> reg |
| Via count of the first global-routing pass | 1460 |
| Final non-filler cell total | approximately 330 |
| Drt drc | 0 |
| 1st-pass router iterations | 4 |
| Synthesized flop and latch total | around 75 |
| Syn-to-layout area delta | 18.9% |
| Arr. time, crit path | ~2.3 ns |
| Clk latency late pin | approximately 0.34 ns |
| Proportion of total power due to net switching | between 20 and 25% |
| Area of the core | between 0.009 and 0.01 mm^2 |
| Number of antenna diodes | 0 |
| RSZ-0062 raised after global routing | no |
| CTS tree | yes |
| CP Max Fanout | 11 |
| Number of sinks driven by the clock tree | ~75 |
| Share of total power in the clock network | 31.6% |
| Post-CTS setup-driven buffer insertion count | 0 |
| Combinational power share | 9.1% |
| Final total negative setup slack | 0 ns |
| Post-synthesis average cell area | 19.3 um^2 |
| Drt wl/cell | around 15 um |
| Number of filler cells placed in the layout | 909 |
| Kind of start point of the critical path | flop |
| Overflow after GRT | 0 |
| P_leak | between 1 and 1.5 nW |
| Count of yosys warnings during synthesis | 1 |
| Total GRT Usage | between 10% and 20% |
| DP Wirelength | 3.11 mm |
| Full die area | approximately 0.011 mm^2 |
| Final weighted congestion in routability-driven placement | between 0.7 and 0.8 |
| CTS hold repair buffers | 0 |
| Minimum clock period | around 3 ns |
| Max_slew headroom | about 67% |
| Total CTS buffers | 9 |
power by group through the flow:
stage / registers, mW / clock network, mW / logic, mW
after global routing: 1.08 / 0.636 / 0.185
after CTS: 1.07 / 0.592 / 0.170
final: 1.07 / 0.571 / 0.166
critical path: stages (launching register included):
cell and delay, ns:
sky130_fd_sc_hd__dfxtp_1 0.54, sky130_fd_sc_hd__buf_12 0.20, sky130_fd_sc_hd__mux4_1 0.56, sky130_fd_sc_hd__mux2_2 0.28, sky130_fd_sc_hd__clkdlybuf4s50_1 0.40
worst paths after layout:
| check | to | slack (ns) | start | depth (start not counted) |
|---|---|---|---|---|
| min | q_full$_SDFF_PP0_ | 0.52 | q_full$_SDFF_PP0_ | 2 |
| min reg2reg | q_full$_SDFF_PP0_ | 0.52 | q_full$_SDFF_PP0_ | 2 |
| max | rd_data[6] | 0.32 | flop | 4 |
| max reg2reg | q_data_array[0][2]$_DFFE_PP_ | 1.72 | q_full$_SDFF_PP0_ | 4 |
registers in the layout (all words and copies together), names as in the netlist, named ones only:
name	count
q_data_array	64
q_rd_ptr	3
q_wr_ptr	3
q_empty	1
q_full	1
final cells by class:
cell class	count	area [um^2]	area share, %
clock buffers	9	124	3.43
well taps	133	166	4.61
clock inverters	6	33.8	0.935
inverters	5	18.8	0.520
flip-flops and latches	75	2140	59.3
repair buffers	31	298	8.24
multi-input cells	71	830	23.0
metal layers:
metal	up-vias	wire, um	share of wire (%)	track usage, %
met4	0	40	0.81	1.10
met5	-	0	0	0
li1	693	-	-	-
met3	4	372	7.6	5.79
met2	46	2420	49	16.8
met1	681	2090	43	14.7
through the flow:
| step | hold slack, ns | util, % | instance area, um^2 | setup WS (ns) |
|---|---|---|---|---|
| floorplan | 0.453 | - | 3040 | 1.22 |
| global placement | 0.511 | 35.3 | 3450 | 0.655 |
| detailed placement | 0.520 | 35.3 | 3450 | 0.655 |
| CTS | 0.527 | 37.0 | 3610 | 0.282 |
| global route | 0.544 | 37.0 | 3610 | 0.207 |
| finish | 0.519 | 37.0 | 3610 | 0.321 |
cells by family (layout without fill, tap and decap cells):
| family | count (synthesis) | count (layout) | share of synthesized area (%) |
|---|---|---|---|
| muxes | 25 | 25 | 17.0 |
| adders and majority gates | 6 | 6 | 2.97 |
| AOI/OAI and AO/OA | 4 | 4 | 0.782 |
| DFF | 75 | 75 | 70.5 |
| xor gates and xnor gates | 7 | 7 | 2.02 |
| buffers and inverters | 11 | 51 | 2.18 |
| and+or+nand+nor | 29 | 29 | 4.53 |
cell usage after synthesis, drive strengths merged:
cell type / count / share of area, %
a21oi: 2 / 0.33
buf: 4 / 1.3
clkbuf: 2 / 0.25
dfxtp: 11 / 7.2
edfxtp: 64 / 63
fa: 2 / 1.3
ha: 4 / 1.6
inv: 5 / 0.62
mux2: 8 / 3.0
mux2i: 1 / 0.33
mux4: 16 / 14
nand2: 5 / 0.62
nand2b: 1 / 0.21
nand3: 1 / 0.16
nand3b: 4 / 0.99
nor2: 13 / 1.6
nor2b: 2 / 0.41
nor3: 2 / 0.33
o21ai: 1 / 0.16
o32ai: 1 / 0.29
or3: 1 / 0.21
xnor2: 5 / 1.4
xor2: 2 / 0.58
Power figures rest on the tool's default switching activity, not on a simulated workload.
